==> design/flow/run.sh <==
#!/bin/bash
# OpenROAD 26Q1-2900-gdf79404cd8, Yosys 0.63+post, stock flow scripts
make -C /OpenROAD-flow-scripts/flow DESIGN_CONFIG=/design/flow/config.mk WORK_HOME=/design/flow/orfs finish
==> design/flow/config.mk <==
export PLATFORM = sky130hd
export DESIGN_NAME = counter
export DESIGN_NICKNAME = counter
export VERILOG_FILES = /design/flow/design.v
export SDC_FILE = /design/flow/constraint.sdc
export NUM_CORES = 4
export LEC_CHECK = 1
export CORE_AREA = 10 10 70 70
export DIE_AREA = 0 0 80 80
==> design/flow/constraint.sdc <==
current_design counter

set clk_period 2.1
set clk_io_pct 0.2

create_clock -name clk0 -period $clk_period [get_ports {clk}]

set non_clock_inputs [all_inputs -no_clocks]
set_input_delay [expr $clk_period * $clk_io_pct] -clock clk0 $non_clock_inputs
set_output_delay [expr $clk_period * $clk_io_pct] -clock clk0 [all_outputs]
==> design/flow/design.v <==
module counter (
    input wire clk,
    input wire reset,
    output reg [7:0] count
);
always @(posedge clk or posedge reset) begin
    if (reset)
        count <= 8'd0;
    else
        count <= count + 1;
end
endmodule
==> metrics.log <==
[flow] summary of implementation run
[metrics] post-CTS resize count: 0
[metrics] registers with the most flip-flops: count x8
[metrics] mean area per synthesized cell: ~13 sq um
[metrics] CP Data Required Time: 1.68 ns
[metrics] Slew HR: 80.1%
[metrics] final hold violation count: 0
[metrics] CTS root buffer: sky130_fd_sc_hd__clkbuf_4
[metrics] number of DRC markers in iteration 0: 2
[metrics] combinational cell area excluding buffers and inverters: 113 sq um
[metrics] Yosys Instances: 25
[metrics] antenna-violating nets left: 0
[metrics] max-slew violation count: 0
[metrics] Tot GR Track Use: 2.47%
[metrics] Antenna diodes: 0
[metrics] arrival time of data at the critical path endpoint: 1.18 ns
[metrics] clock insertion delay at the later pin of the skew report: 0.24 ns
[metrics] count of port buffers added during placement: 9
[metrics] Yosys warning count: 1
[metrics] die x size: 80 microns
[metrics] run status: complete, no violations
[metrics] sequential element share of the synthesized area: 62.5%
[metrics] final routed DRC violation total: 0
[metrics] category of the worst setup path capture point: primary output
[metrics] fp_density: under 10%
[metrics] unrepaired setup endpoints after global routing: false
[metrics] Final HPWL DP: approximately 600 microns
[metrics] sum of buffers and inverters on the critical path: 1
[metrics] delay of the slowest cell on the worst path: 0.50 ns
[metrics] cell breakdown of the critical path: clkdlybuf4s50_1
[metrics] Core Rows: 21
[metrics] actual slew at the worst max-slew pin: 0.298 ns
[metrics] pwr dens: 548 nW/um^2
[metrics] post-CTS repair timing setup buffer count: 0
[metrics] CTS tree: done
[metrics] Worst path slowest cell: sky130_fd_sc_hd__clkdlybuf4s50_1
[metrics] number of distinct standard cells referenced by the synthesized netlist: 11
[metrics] Setup-failing EPs final: 0
[metrics] total core area: 3420 sq um
[metrics] GPL Wtd Cong: approximately 0.66
[metrics] I/O Pins: 10
[metrics] maximum clock skew at final layout: 0.00229 ns
[metrics] Clock Sinks: 8
[metrics] cell class contributing the biggest share of worst-path delay: buffers and inverters
[metrics] chip area: 6400 sq um
[metrics] vias post-DR: about 210
[metrics] Syn Inst Count: 25
[metrics] Hold Buf Count CTS: 0
[metrics] Post-Syn Area: roughly 320 sq um
[metrics] proportion of layout cells with a drive suffix above 1: a little over an eighth
[metrics] via density per instance: 2.51
[metrics] final hold slack: around 0.42 ns
[metrics] Layout area overhead: 53.1%
[metrics] Hold Crit Class: input port to asynchronous set/reset pin
[metrics] total wirelength of the detailed-routed design: 698 microns
[metrics] number of antenna violations at the first check in global routing: 0
[metrics] vias in the first global route: 243
[metrics] overall overflow remaining after global route: 0
[metrics] Max-Cap Viols: 0
[metrics] Clock Pin Slew Worst Setup and Hold Paths: around 0.05 ns
[metrics] OpenROAD warnings: 25
[metrics] VDD IR max: about 0.40 mV
[metrics] summed negative setup slack over all endpoints: 0 ns
[metrics] kind of critical path: flip-flop to primary output
[metrics] leakage power: 0.202 nW
[metrics] pin count of the biggest net entering global routing: 9
[metrics] post-route design area: 490 sq um
[metrics] drt first pass iters: 2
[metrics] vertical die dimension: 80 microns
[metrics] wire length of the first global-routing pass: 1.24 mm
[metrics] number of filler cells placed in the layout: just under 400
[metrics] largest register by flop count: count
[metrics] max FFs per register: 8
[metrics] routed wire length per instance: 8.41 microns
[metrics] Registers, synthesis: 8
[metrics] buffer levels on the longest clock path: 2
[metrics] Startpoint Class: flip-flop
[metrics] maximum frequency from static timing analysis: between 0.6 and 0.7 GHz
[metrics] H-tree depth reported by CTS: 1
[metrics] sequential cell area in the final layout: 200 sq um
[metrics] biggest fanout along the worst timing path: 5
[metrics] time the final worst path needs with I/O delays and setup: 1.60 ns
[metrics] post-layout power: 0.000269 W
[metrics] Period Utilization, post-route: 76.1%
[metrics] area figure in the yosys stat output: 320 sq um
[metrics] CTS buffer count: 3
[metrics] post-placement cell area: 468 sq um
-- routing by layer --
metal / wire (microns) / track usage [%] / up-vias
met3: 46 / 1.14 / 0
li1: - / - / 106
met5: 0 / 0 / -
met4: 0 / 0.352 / 0
met2: 309 / 4.09 / 7
met1: 341 / 2.92 / 95
-- per-stage QoR --
step	std cells	util (%)	setup slack, ns
after floorplan	25	-	1.19
after global placement	80	13.7	0.737
after detailed placement	80	13.7	0.738
after CTS	83	14.4	0.472
after global routing	83	14.4	0.444
final	83	14.4	0.502
-- final cells by class --
class / count / area share, %
flip-flops and latches: 8 / 40.8
repair buffers: 9 / 18.4
well taps: 46 / 11.7
inverters: 2 / 1.53
multi-input cells: 15 / 23.0
clock buffers: 3 / 4.59
-- worst paths after layout --
kind,startpoint,to,slack [ns],depth (start not counted)
max reg2reg,count[2]$_DFF_PP0_,count[7]$_DFF_PP0_,1.07,3
max in group asynchronous,reset,count[2]$_DFF_PP0_,1.45,2
min,reset,count[0]$_DFF_PP0_,0.42,2
min reg2reg,count[7]$_DFF_PP0_,count[7]$_DFF_PP0_,0.47,1
max,count[2]$_DFF_PP0_,count[2],0.50,1
min in group clk0,count[7]$_DFF_PP0_,count[7]$_DFF_PP0_,0.47,1
-- synthesized netlist by cell type (all sizes together) --
cell / n / area, sq um
nor2: 1 / 3.75
inv: 2 / 7.51
xor2: 3 / 26.3
ha: 1 / 12.5
nand2: 2 / 7.51
and3: 1 / 6.26
nand3: 3 / 20.0
dfrtp: 8 / 200
nor3: 1 / 10.0
xnor2: 3 / 26.3
-- placed cells by master, fill, tap and decap left out, drive strengths merged --
cell type      count
and3               1
clkbuf             3
clkdlybuf4s50      9
dfrtp              8
ha                 1
inv                2
nand2              2
nand3              3
nor2               1
nor3               1
xnor2              3
xor2               3
-- power breakdown --
group / switching [W] / total (W) / internal (W)
Combinational: 0.00000302 / 0.00000476 / 0.00000174
Sequential: 0 / 0.000154 / 0.000154
Clock: 0.0000448 / 0.000110 / 0.0000649
-- kinds of logic after synthesis --
family	after synthesis	synth area share, %
adder cells (fa/ha/maj)	1	3.91
buffers and inverters	2	2.34
flip-flops	8	62.5
XOR/XNOR	6	16.4
AND/OR/NAND/NOR	8	14.8
Power figures rest on the tool's default switching activity, not on a simulated workload.
