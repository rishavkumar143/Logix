$ cat ./design.v
module adder4 (
    input  wire [3:0] a,
    input  wire [3:0] b,
    output wire [4:0] sum
);
    assign sum = a + b;
endmodule
$ cat ./constraint.sdc
current_design adder4

set clk_period 2.4
set clk_io_pct 0.2

create_clock -name clk0 -period $clk_period

set non_clock_inputs [all_inputs -no_clocks]
set_input_delay [expr $clk_period * $clk_io_pct] -clock clk0 $non_clock_inputs
set_output_delay [expr $clk_period * $clk_io_pct] -clock clk0 [all_outputs]
$ cat ./run.sh
#!/bin/bash
# OpenROAD 26Q1-2900-gdf79404cd8, Yosys 0.63+post, stock flow scripts
make -C /OpenROAD-flow-scripts/flow DESIGN_CONFIG=/design/flow/config.mk WORK_HOME=/design/flow/orfs finish
$ cat ./config.mk
export PLATFORM = sky130hd
export DESIGN_NAME = adder4
export DESIGN_NICKNAME = adder4
export VERILOG_FILES = /design/flow/design.v
export SDC_FILE = /design/flow/constraint.sdc
export NUM_CORES = 4
export LEC_CHECK = 1
export CORE_AREA = 10 10 70 70
export DIE_AREA = 0 0 80 80
==> run_results.csv <==
group,metric,value,unit
global_route,grt_max_degree,4,
detailed_routing,drc_errors,0,
global_route,grt_antenna_before_repair,0,
synth,post-synth-top-area-fraction,0.3670,
synth,ys_seq_share,0,
worst_setup_path,max_stage_delay,460,ps
final_timing,setup_viol,0,
detailed_routing,routed_wl,534,um
worst_setup_path,worst_setup_path_end_kind,"output pin",
flow_run,maxCapViolCount,0,
cells_and_area,seq_area,0,um^2
floorplan,die_x,80,um
status,status,"finished clean",
worst_setup_path,crit_family,"buffers and inverters",
detailed_routing,vias,154,
floorplan,dieArea,6400,um^2
final_timing,min_period,2333,ps
floorplan,fp_util,0.03993,
pwr,leakage,0.1600,nW
global_route,grt_usage,0.01503,
worst_setup_path,crit_arrival,1850,ps
synth,area_leaders,"ha_1, fa_1, xnor2_1",
synth,synth_area_per_cell,8.524,um^2
synth,synth_area,136.4,um^2
detailed_routing,drtAntennaViolNets,0,
synth,ys_types,9,
min_path,hold_path.class,"input port to output pin",
worst_setup_path,crit_required,1920,ps
detailed_routing,drt_iter0_drc,0,
flow_run,warnings,33,
global_route,first_global_vias,146,
cells_and_area,drive_gt1_frac,0.3226,
detailed_routing,n_antenna_cell,0,
detailed_routing,drtPass1Iterations,1,
floorplan,top_level_ports,13,
pwr,powerDensity,179.3,nW/um^2
global_route,grt_pass1_wl,759,um
cells_and_area,numSequentialCells,0,
worst_setup_path,path_cells,"dlygate4sd2_1 > inv_1 > fa_2 > nor2b_1 > o21ai_1 > nand2b_1 > clkdlybuf4s50_1",
final_timing,setup-tns-final,0,ps
pwr,ir_drop,28.35,uV
final_timing,hold_viol_final,0,
floorplan,die_y,80,um
worst_setup_path,crit_buf_inv,3,
placed_design,gp_congestion,0.7595,
floorplan,rows,21,
synth,ys_cells,16,
final_timing,layout_setup_ws,67.29,ps
final_timing,finalMaxSlewViolations,0,
synth,synth_cells,16,
final_timing,max-slew-margin-rel,0.9126,
worst_setup_path,slowest_stage,"clkdlybuf4s50_1",
synth,ys_warn_count,0,
placed_design,place_ws,-446.1,ps
final_timing,holdWs,1514,ps
synth,yosys_area,136.4,um^2
final_timing,finalClockPeriodUsage,0.9720,
synth,yosysTopAreaCell,"ha_1",
global_route,gr-total-overflow,0,
detailed_routing,via_per_inst,2.000,
detailed_routing,post_drt_wl_per_cell,6.935,um
worst_setup_path,critPathMaxFanout,2,
floorplan,coreArea,3416,um^2
placed_design,place_hpwl,475.2,um
final_timing,fmaxAchievable,428.7,MHz
placed_design,portBuffers,13,
worst_setup_path,criticalPathCategory,"input port to output pin",
worst_setup_path,worstSetupStartpointType,"input port",
cells_and_area,area_delta_synth_final,162.4,%
final_timing,tightest_slew,130.9,ps
cells_and_area,nClkBuffers,0,
kinds of logic after synthesis:
logic type / Yosys count / share of synthesized area
AND-OR/OR-AND: 3 / 0.1560
XOR/XNOR: 2 / 0.1285
AND/OR/NAND/NOR: 2 / 0.09180
buffers and inverters: 4 / 0.1101
adder cells (fa/ha/maj): 5 / 0.5138
cells in the mapped netlist:
| cell | instances |
|---|---|
| ha_1 | 4 |
| inv_1 | 4 |
| xnor2_1 | 2 |
| a21o_1 | 1 |
| a21oi_2 | 1 |
| fa_1 | 1 |
| nand2b_1 | 1 |
| nor2b_1 | 1 |
| o21ai_0 | 1 |
tightest hold or removal path: stages:
cell	delay, ps
dlymetal6s2s_1	120
ha_4	150
xnor2_1	50
dlygate4sd2_1	230
metal layers:
metal  part of all wire  global-route usage
met1               0.45             0.01919
met2               0.30             0.01846
met3               0.25             0.01477
met4                  0                   0
met5                  0                   0
final timing paths:
path	startpoint	to	slack [ps]	depth (start not counted)
setup / recovery	b[1]	sum[4]	70	7
hold / removal	a[2]	sum[2]	1510	4
power by group:
part / total (W) / switching [W] / internal (W)
clock network: 0 / 0 / 0
registers: 0 / 0 / 0
logic: 0.0000642 / 0.0000205 / 0.0000437
total: 0.0000642 / 0.0000205 / 0.0000437
per-stage QoR:
step / power (W) / area (um^2) / cells / utilization
3_3_place_gp: 0.00006255 / 324.1 / 75 / 0.09487
2_1_floorplan: 0.00002011 / 136.4 / 16 / -
4_1_cts: 0.00005829 / 324.1 / 75 / 0.09487
3_5_place_dp: 0.00006318 / 324.1 / 75 / 0.09487
6_report: 0.00006417 / 357.8 / 77 / 0.1048
5_1_grt: 0.00007462 / 357.8 / 77 / 0.1048
area by class of cell:
cell class,instances,area (um^2)
inverter,4,15.01
tap,46,57.56
multi-input combinational,12,148.9
fill,399,3058
timing repair buffer,15,136.4
cell usage in the layout, fill, tap and decap left out:
cell	netlist	final
clkdlybuf4s50_1	0	5
buf_4	0	2
ha_4	0	2
inv_1	4	2
clkdlybuf4s15_1	0	1
dlygate4sd2_1	0	3
fa_2	0	1
nor2b_1	1	1
clkbuf_2	0	1
a21o_1	1	1
inv_2	0	2
buf_2	0	1
dlymetal6s2s_1	0	2
nand2b_1	1	1
a21oi_2	1	1
o21ai_1	0	1
xnor2_1	2	2
ha_1	4	2
what timing repair did:
| item | in CTS | in global routing |
|---|---|---|
| hold buffers | 0 | 0 |
| pin swaps | 3 | 4 |
| setup endpoints to repair | 4 | 2 |
| setup buffers | 0 | 2 |
| resized | 12 | 9 |
| cloned | 0 | 0 |
Power figures rest on the tool's default switching activity, not on a simulated workload.
